[flow/config.mk]
export PLATFORM = sky130hd
export DESIGN_NAME = ALU
export DESIGN_NICKNAME = ALU
export VERILOG_FILES = /design/flow/design.v
export SDC_FILE = /design/flow/constraint.sdc
export NUM_CORES = 4
export LEC_CHECK = 1
export CORE_UTILIZATION = 50
[flow/constraint.sdc]
current_design ALU

set clk_period 22.0
set clk_io_pct 0.2

create_clock -name clk0 -period $clk_period

set non_clock_inputs [all_inputs -no_clocks]
set_input_delay [expr $clk_period * $clk_io_pct] -clock clk0 $non_clock_inputs
set_output_delay [expr $clk_period * $clk_io_pct] -clock clk0 [all_outputs]
[flow/design.v]
module ALU (OUT, IN1, IN2, s);
output reg [31:0] OUT;
input wire [31:0] IN1;
input wire [31:0] IN2;
input wire [2:0] s;
always @ (IN1 or IN2 or s)
begin
    case (s)
        3'b000: OUT=IN1+IN2;
        3'b001: OUT=IN1-IN2;
        3'b010: OUT= IN1 & IN2;
        3'b011: OUT= IN1 | IN2;
        3'b101:
            if (IN1<IN2)
                OUT=32'b1;
            else
                OUT=32'b0;
       default: OUT=32'b0;
    endcase
end
endmodule
[flow/run.sh]
#!/bin/bash
# OpenROAD 26Q1-2900-gdf79404cd8, Yosys 0.63+post, stock flow scripts
make -C /OpenROAD-flow-scripts/flow DESIGN_CONFIG=/design/flow/config.mk WORK_HOME=/design/flow/orfs finish
==> results.rst <==
Run summary
-----------

.. list-table::
   :header-rows: 1

   * - Metric
     - Value
   * - Post-Route M1 WL
     - 6846 um
   * - Leakage
     - 2.631 nW
   * - Net switching fraction of the power
     - 53.62%
   * - VDD IR max
     - between 0.01 and 0.015 mV
   * - Fraction of final layout cells sized beyond drive strength 1
     - 2.284%
   * - Internal cell power
     - 0.00006513 W
   * - Routed wire length
     - 13510 um
   * - Register area share after synthesis
     - 0%
   * - Min-Delay Startpoint
     - s[0]
   * - Max Transition Viols Final
     - 0
   * - Yosys aoi share
     - about a third
   * - Last weighted congestion value of the routability-driven placer
     - 1.023
   * - Antenna violations before repair
     - 0
   * - Die W
     - 99.05 um
   * - Setup repair after global routing missed its margin
     - false
   * - Category of the most critical setup path
     - input pin to output pin
   * - Initial Utilization
     - 51.21%
   * - Critical path data arrival time
     - 8.19 ns
   * - Register share of total power
     - 0%
   * - Setup crit start kind
     - input pin
   * - Fraction of power consumed by combinational cells
     - approximately 100%
   * - Met3 wire length
     - approximately 770 um
   * - Simple-gate area share of the yosys netlist
     - a little over a fifth
   * - First-pass iteration count of the detailed router
     - 5
   * - Iteration-0 DRC Markers
     - 285
   * - Largest fanout on the critical path
     - 7
   * - Minimum clock period
     - ~13 ns
   * - Post-CTS setup buffers
     - 0
   * - Mux frac, synth
     - 1.966%
   * - DR DRC count
     - 0
   * - Met2 routed wirelength
     - 5812 um
   * - Total routing resource utilization after global routing
     - 28.51%
   * - Worst Hold Depth
     - 4
   * - Mapped Cells
     - 726
   * - Floorplan die area
     - 9811 um^2
   * - Pin count of the biggest net entering global routing
     - 53
   * - Antenna violation net count after detailed routing
     - 0
   * - Hold Path Class
     - input pin to output pin
   * - Hold EP
     - OUT[27]
   * - Max-slew headroom at the worst pin
     - 46.79%
   * - Clock share of power
     - 0%
   * - Via total after detailed routing
     - approximately 5200
   * - Power density cells
     - 24.65 nW/um^2
   * - Via-to-Cell Ratio
     - 5.788
   * - Clock buffer count
     - 0
   * - Worst hold margin
     - 9.822 ns
   * - Detailed placer's ending HPWL
     - roughly 11000 um
   * - Vert. Die Dim
     - 99.05 um
   * - Routed wire per std cell
     - 15.03 um
   * - Core Area
     - between 9000 and 10000 um^2
   * - Dominant non-sequential cell family after synthesis
     - AND-OR/OR-AND gates
   * - Setup Total Neg Slack
     - 0 ns
   * - Part of the cycle the worst path needs
     - 57.24%
   * - I/O pin total
     - approximately 99
   * - Switching power
     - between 0.00007 and 0.00008 W
   * - Parity-gate share of the synthesized area counting xor and xnor cells
     - 4.649%
   * - Total setup violations reported at the end of the flow
     - 0
   * - IO Port Bufs
     - 99
   * - Synthesized cell area
     - 4710 um^2
   * - Max-cap check violation count
     - 0
   * - Number of warnings issued by yosys
     - 1
   * - Adders+Majority by Area
     - 27.42%
   * - Synthesized area per cell
     - around 6.5 um^2
   * - Post-synth cell types
     - ~64
   * - Worst EP required
     - around 18 ns
   * - Sort of element at the end of the critical path
     - output pin
   * - Antenna cells
     - 0
   * - Via count of the first global-routing pass
     - 4681
   * - Footprint of the flip-flops and latches
     - 0 um^2
   * - Worst Tran Pin Value
     - about 0.80 ns
   * - Synthesized chip area reported by yosys
     - 4710 um^2
   * - CTS Hold Bufs
     - 0
   * - Area grow syn2layout
     - 20.94%
   * - Resized cells post-CTS
     - 0
   * - Site Rows
     - 35
   * - Run status
     - completed
   * - Flop count
     - 0
   * - Highest achievable clock rate
     - 79.41 MHz
   * - Final global-route overflow total
     - 0
   * - Topmost layer with routed signal wires
     - met4
   * - First-pass GRT wire length
     - 22970 um
   * - Warning total across the stage logs
     - 101
   * - Hold Fails Final Rpt
     - 0
   * - Cell count in the Yosys report
     - 726
==> synth_stat cells (7+ instances only) <==
| cell type | n | area [um^2] |
|---|---|---|
| sky130_fd_sc_hd__nor4_1 | 10 | 62.56 |
| sky130_fd_sc_hd__a31oi_1 | 13 | 81.33 |
| sky130_fd_sc_hd__a21oi_1 | 68 | 340.3 |
| sky130_fd_sc_hd__o21ai_0 | 49 | 245.2 |
| sky130_fd_sc_hd__a21o_1 | 10 | 75.07 |
| sky130_fd_sc_hd__clkbuf_1 | 29 | 108.9 |
| sky130_fd_sc_hd__a211oi_1 | 16 | 120.1 |
| sky130_fd_sc_hd__o21a_1 | 7 | 52.55 |
| sky130_fd_sc_hd__o22ai_1 | 17 | 106.4 |
| sky130_fd_sc_hd__nor2b_1 | 8 | 50.05 |
| sky130_fd_sc_hd__nand2b_1 | 8 | 50.05 |
| sky130_fd_sc_hd__ha_1 | 100 | 1251 |
| sky130_fd_sc_hd__o31ai_1 | 12 | 90.09 |
| sky130_fd_sc_hd__nor3_1 | 16 | 80.08 |
| sky130_fd_sc_hd__mux2i_1 | 7 | 70.07 |
| sky130_fd_sc_hd__o211ai_1 | 7 | 52.55 |
| sky130_fd_sc_hd__nand2_1 | 43 | 161.4 |
| sky130_fd_sc_hd__xnor2_1 | 23 | 201.4 |
| sky130_fd_sc_hd__nor3b_1 | 8 | 60.06 |
| sky130_fd_sc_hd__inv_1 | 97 | 364.1 |
| sky130_fd_sc_hd__nand3_1 | 8 | 40.04 |
| sky130_fd_sc_hd__nor2_1 | 80 | 300.3 |
==> worst max-delay path, cell delays in order <==
cell and delay (ns):
sky130_fd_sc_hd__clkdlybuf4s50_1 0.50, sky130_fd_sc_hd__inv_1 0.06, sky130_fd_sc_hd__ha_1 0.40, sky130_fd_sc_hd__or4_1 0.55
sky130_fd_sc_hd__or3_1 0.32, sky130_fd_sc_hd__o22a_2 0.25, sky130_fd_sc_hd__o41ai_4 0.49, sky130_fd_sc_hd__o22ai_1 0.18
sky130_fd_sc_hd__xnor2_1 0.17, sky130_fd_sc_hd__nor2_1 0.05, sky130_fd_sc_hd__a211oi_1 0.28, sky130_fd_sc_hd__clkdlybuf4s50_1 0.53
==> layer usage <==
metal	GRT usage, %	up-vias
met5	0	-
met4	1.923	0
met3	1.299	10
met2	44.76	165
met1	45.02	2343
li1	-	2685
==> power by group through the flow <==
stage                 clock, W  combinational (W)  sequential (W)
final                        0           0.000140               0
after CTS                    0           0.000139               0
after global routing         0           0.000156               0
==> placed cells by master (no fill, tap or decap), drive strengths merged, types with 12 or more instances in the layout <==
cell | netlist | layout
a211oi | 16 | 16
a21oi | 68 | 68
a31oi | 13 | 13
clkdlybuf4s50 | 0 | 98
ha | 100 | 100
inv | 97 | 97
nand2 | 43 | 43
nor2 | 80 | 80
nor3 | 16 | 16
o21ai | 52 | 52
o22ai | 17 | 17
o31ai | 12 | 12
xnor2 | 23 | 23
==> layout make-up <==
class / instances / area (um^2)
inverter: 98 / 367.9
tap: 111 / 138.9
multi-input combinational: 587 / 4173
timing repair buffer: 103 / 1016
fill: 890 / 3501
==> cell families (layout without fill, tap and decap cells) <==
group	count (synthesis)	in the layout
buf+inv	139	201
mux	8	8
fa+ha+maj	102	102
compound gates	242	242
xor+xnor	25	25
simple gates	210	210
==> per-stage QoR <==
| stage | setup WS (ns) | util [%] | total power [W] | area, um^2 | cells |
|---|---|---|---|---|---|
| 2_1_floorplan | 10.85 | - | 0.00008978 | 4710 | 726 |
| 3_3_place_gp | 9.517 | 61.93 | 0.0001380 | 5695 | 899 |
| 3_5_place_dp | 9.473 | 61.93 | 0.0001385 | 5695 | 899 |
| 4_1_cts | 9.452 | 61.93 | 0.0001395 | 5695 | 899 |
| 5_1_grt | 9.176 | 61.93 | 0.0001562 | 5695 | 899 |
| 6_report | 9.408 | 61.93 | 0.0001404 | 5695 | 899 |
==> how the worst max path moves through the flow <==
stage,from,slack (ns),end
after CTS,IN1[7],9.45,OUT[17]
after global routing,IN1[2],9.18,OUT[25]
final,IN1[7],9.41,OUT[17]
Power and IR drop assume default switching activity.
